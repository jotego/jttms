**flow/design.v**
```verilog
module jt34070(
    input            rst,
    input            clk,
    input            cen,
    output reg       cen2d,      
    input            mode,
    input            dataen,
    input            dump,       
    output reg       xat,
    input      [3:0] din_a,      
    input      [3:0] din_b,      
    output reg [3:0] red,
    output reg [3:0] green,
    output reg [3:0] blue
);
reg  [13:0] pal[0:15];  
reg  [ 4:0] rdcnt;
reg  [ 7:0] dlatch;
wire [ 3:0] amux;
wire [13:0] pxl_mux;
reg         rdokl, phase;
wire        rdok;
integer     aux;
assign rdok    = !mode && !dataen;
assign amux    = phase ? dlatch[7:4] : dlatch[3:0];
assign pxl_mux = pal[ amux ];
always @(posedge clk) begin
    cen2d <= ~phase & cen;
end
always @(posedge clk) begin
    if( rst ) begin
        for( aux=0; aux<16; aux=aux+1 ) pal[aux] <= 0;
        rdcnt <= 0;
        rdokl <= 0;
        phase <= 0;
        red   <= 0;
        green <= 0;
        blue  <= 0;
        xat   <= 0;
    end else if(cen) begin
        rdokl <= rdok;
        phase <= ~phase;
        if( rdok ) begin
            rdcnt <= !rdokl ? 1 : rdcnt+5'd1;
        end
        if( rdok ) begin  
            if( !rdcnt[0] )
                pal[ rdcnt[4:1] ][13:8] <= { din_a[2:1], din_b };
            else
                pal[ rdcnt[4:1] ][ 7:0] <= { din_a, din_b };
        end
        if( phase ) dlatch <= { din_a, din_b };
        if( dataen ) begin
            xat <= pxl_mux[13];
            if( !pxl_mux[12] ) begin  
                { red, green, blue } <= pxl_mux[11:0];
            end
        end else begin
            { red, green, blue } <= 0;
        end
    end
end
endmodule
```
**flow/run.sh**
```bash
#!/bin/bash
# OpenROAD 26Q1-2900-gdf79404cd8, Yosys 0.63+post, stock flow scripts
make -C /OpenROAD-flow-scripts/flow DESIGN_CONFIG=/design/flow/config.mk WORK_HOME=/design/flow/orfs finish
```
**flow/config.mk**
```make
export PLATFORM = sky130hd
export DESIGN_NAME = jt34070
export DESIGN_NICKNAME = jt34070
export VERILOG_FILES = /design/flow/design.v
export SDC_FILE = /design/flow/constraint.sdc
export NUM_CORES = 4
export LEC_CHECK = 1
export CORE_UTILIZATION = 50
```
**flow/constraint.sdc**
```tcl
current_design jt34070

set clk_period 7.8
set clk_io_pct 0.2

create_clock -name clk0 -period $clk_period [get_ports {clk}]

set non_clock_inputs [all_inputs -no_clocks]
set_input_delay [expr $clk_period * $clk_io_pct] -clock clk0 $non_clock_inputs
set_output_delay [expr $clk_period * $clk_io_pct] -clock clk0 [all_outputs]
```
==> CHANGELOG.md <==
### Metrics

- Yosys warns: 1
- DRC Markers: 0
- WL final: between 20000 and 30000 um
- Tool Warnings: 26
- Leakage Power: roughly 4.6 nW
- Clock Sinks: 253
- HPWL Detailed: ~16000 um
- Global Route Usage Sum: about a quarter
- Fp util: 51.5%
- Slew HR: around 36%
- # port buffers: 26
- Hold-fix buffers at CTS: 0
- Avg WL per Cell: around 22 um
- Worst IR Drop VDD: around 130 uV
- Max-cap viol count: 0
- Share of cells above drive strength 1: a little over an eighth
- Max-slew violations: 0
- YS chip area: around 12000 um2
- Unrepaired setup endpoints after global routing: no
- Global-route wire length before repair: ~40000 um
- Status: complete, no violations
- CP Data Arrival Time: 4120 ps
- Worst setup SP type: primary input
- Layout fillers: roughly 1800
- CTS root buf: clkbuf_16
- Mapped Area: roughly 12000 um2
- TNS Setup: 0 ps
- Vias per inst: ~5.6
- Final period utilization: 50.5%
- Area growth from synthesis to layout: 10.5%
- # Post-CTS Setup Buffers: 0
- Crit path DRT: approximately 8000 ps
- I/O pin total: 28
- Worst hold path class: reg -> reg
- Clock Pin Slew Worst Setup and Hold Paths: ~60 ps
- Mean Syn Cell Area: roughly 14 um2
- Synth Seq Share: a little over three fifths
- Max Clock Skew: about 22 ps
- Width of the die: around 160 um
- Post-synthesis instance total: 829
- Seq cells post-synth: ~250
- Post-DRT Antenna Nets: 0
- Clock buffer count from CTS: 27
- Vias in the first global route: 6999
- Total number of vias: between 6000 and 7000
- # diodes: 0
- Worst path max stage delay: approximately 780 ps
- Core Rows: about 55
- Initial antenna violation count: 0
- H-tree Lvls: 1
- # Cells Yosys: ~830
- Unique masters post-synth: about 40
- CTS tree: built
- Worst slew pin tran: approximately 950 ps
- CP Max Fanout: 11
- Core region area: 22800 um2
- Post-CTS sizing: 0
- Min cycle time layout: between 3000 and 4000 ps
- Pin count of the biggest net entering global routing: around 56
- Die ar.: 24100 um2
- Worst path slowest cell: nor3_1
- F_max: between 200 and 300 MHz
- CP Capture Type: flop
- Final instance area: 13000 um2
- Placed inst area: between 10000 and 15000 um2
- Most used logic cell in the final layout: edfxtp_1
- Endpoints failing setup: 0
- Most frequent cells in the layout: 232 x edfxtp_1, 225 x and2_1, 49 x mux4_2
- Cell Chain, Critical Path: clkdlybuf4s50_1 > and3_1 > nand2b_1 > nor3_1 > or2_1
- Max clock buf depth: 3
- Drt pass-1 iters: 6
- Fin. Hold Viols: 0
- Pwr per Cell Area: between 200 and 250 nW/um2
- CP Class: in -> reg
- Starting DRT DRC Count: about 430
- Clk ins delay skew pair: about 540 ps
- Chip Height: about 160 um
- GP Congestion: between 0.8 and 0.9
- Total gr overflow: 0
-- routing by layer --
metal | GRT usage (%) | part of all wire (%)
met3 | 13.0 | 13
met2 | 36.7 | 47
met5 | 0 | 0
met4 | 4.53 | 2.0
met1 | 34.9 | 38
-- flip-flops by register name (all words and copies together), names as in the netlist --
name / flops
pal: 224
dlatch: 8
rdcnt: 5
blue: 4
green: 4
red: 4
cen2d: 1
phase: 1
rdokl: 1
xat: 1
-- stage by stage --
stage	power (mW)	utilization (%)	cells	setup WS (ps)	hold slack (ps)
after floorplan	1.73	-	829	4500	422
after global routing	3.00	56.9	1178	3720	497
final	2.89	56.9	1178	3860	462
after CTS	2.92	56.9	1178	3840	470
after global placement	1.80	53.6	1129	3370	457
after detailed placement	1.80	53.6	1129	3310	459
-- final timing paths --
path / start / end / slack (ps) / cells past startpoint
max: cen / pal[2][6]$_SDFFCE_PN0P_ / 3860 / 5
min: xat$_SDFFE_PP0P_ / xat$_SDFFE_PP0P_ / 460 / 2
max reg2reg: dlatch[4]$_DFFE_PP_ / blue[2]$_SDFFE_PP0P_ / 4710 / 6
min reg2reg: xat$_SDFFE_PP0P_ / xat$_SDFFE_PP0P_ / 460 / 2
-- power by group --
part | total, mW | internal [mW] | switching [mW]
clock | 1.12 | 0.633 | 0.488
sequential | 1.55 | 1.53 | 0.0180
combinational | 0.223 | 0.0957 | 0.127
total | 2.89 | 2.26 | 0.633
-- kinds of logic after synthesis --
family / after synthesis / share of synthesized area, %
mux: 78 / 12.0
fa+ha+maj: 1 / 0.106
simple gates: 363 / 17.8
flops: 253 / 62.8
xor+xnor: 1 / 0.0745
buf+inv: 60 / 2.62
compound gates: 73 / 4.59
-- layout make-up --
| cell class | instances | area (um2) | area share [%] |
|---|---|---|---|
| Tap cell | 313 | 392 | 3.01 |
| Sequential cell | 253 | 7390 | 56.8 |
| Timing Repair Buffer | 41 | 368 | 2.83 |
| Multi-Input combinational cell | 516 | 4070 | 31.3 |
| Clock inverter | 13 | 56.3 | 0.433 |
| Inverter | 6 | 22.5 | 0.173 |
| Clock buffer | 36 | 709 | 5.46 |
-- worst max-delay path: cells and delay by family --
family | cells | cell delay [ps]
simple gates | 4 | 1780
buf+inv | 1 | 770
-- synthesized netlist by cell type --
library cell	number	share of area, %
or3_1	2	0.11
a22oi_1	3	0.19
nor3_1	11	0.47
nand2b_1	20	1.1
mux4_2	49	9.4
o22a_1	2	0.15
buf_6	9	0.86
nand2_1	13	0.41
edfxtp_1	232	59
inv_1	6	0.19
o32ai_1	3	0.22
buf_1	2	0.064
and2_1	225	12
mux2i_2	1	0.12
nor2b_1	3	0.16
buf_2	6	0.26
o2bb2ai_1	1	0.074
a21o_1	2	0.13
and3_1	2	0.11
a2bb2o_1	1	0.085
mux2i_1	26	2.2
ha_1	1	0.11
or2_2	14	0.74
clkbuf_1	35	1.1
a22o_1	24	1.8
mux2_4	2	0.26
o21ai_0	6	0.26
o32a_1	3	0.26
o31ai_4	1	0.18
o21ai_1	15	0.64
or2_1	18	0.96
o21a_1	1	0.064
nand3_1	7	0.30
nand3b_1	1	0.064
a21oi_1	6	0.26
buf_4	2	0.13
xnor2_1	1	0.074
o22ai_1	3	0.16
nor2_1	47	1.5
dfxtp_1	21	3.6
o221ai_1	2	0.15
No activity file was given, so power comes from the tool's default toggle rates.
